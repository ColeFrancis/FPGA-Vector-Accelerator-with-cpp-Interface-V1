==> design.v <==
`timescale 1ns/1ps
module uart_rx #(
    parameter BAUD = 10_000,
    parameter CLK_FREQ = 100_000_000  
    )(
    input clk,
    input rst_l,
    input rx,
    output reg data_valid,
    output reg [7:0] data_out
    );
    localparam CLK_PER_BIT = CLK_FREQ / BAUD;
    reg [15:0] clk_counter = 0;
    localparam s_IDLE = 2'b00;
    localparam s_START = 2'b01;
    localparam s_DATA = 2'b10;
    localparam s_STOP = 2'b11;
    reg [1:0] state = s_IDLE;
    reg [2:0] bit_index = 0;
    always @(posedge clk) begin
        if (!rst_l) begin
            state <= s_IDLE;
            clk_counter <= 0;
            bit_index <= 0;
            data_valid <= 0;
            data_out <= 0;
        end
        case (state)
            s_IDLE: begin
                data_valid <= 0;
                if (~rx) begin
                    clk_counter <= 0;
                    state <= s_START;
                end
            end
            s_START: begin
                if (clk_counter == (CLK_PER_BIT-1)/2) begin  
                    if (rx == 1'b0) begin
                        clk_counter <= 0;
                        state <= s_DATA;
                    end else begin
                        state <= s_IDLE;
                    end
                end else begin
                    clk_counter <= clk_counter + 1;
                end
            end
            s_DATA: begin
                if (clk_counter < CLK_PER_BIT-1) begin  
                    clk_counter <= clk_counter + 1;
                end else begin
                    clk_counter <= 0;
                    data_out[bit_index] <= rx;
                    if (bit_index < 7) begin
                        bit_index <= bit_index + 1;
                    end else begin
                        bit_index <= 0;
                        state <= s_STOP;
                    end
                end
            end
            s_STOP: begin
                if (clk_counter < CLK_PER_BIT-1) begin  
                    clk_counter <= clk_counter + 1;
                end else begin
                    clk_counter <= 0;
                    data_valid <= 1;
                    state <= s_IDLE;
                end
            end
        endcase
    end
endmodule
module uart_tx #(
    parameter BAUD = 10_000,
    parameter CLK_FREQ = 100_000_000  
    )(
    input clk,
    input rst_l,
    input start,
    input [7:0] data_in,
    output reg tx,
    output reg busy
    );
    localparam  CLK_PER_BIT = CLK_FREQ / BAUD;
    reg [15:0] clk_counter = 0;
    localparam s_IDLE = 2'b00;
    localparam s_START = 2'b01;
    localparam s_DATA = 2'b10;
    localparam s_STOP = 2'b11;
    reg [1:0] state = s_IDLE;
    reg [2:0] bit_index = 0;
    always @(posedge clk) begin
         if (!rst_l) begin
            state <= s_IDLE;
            clk_counter <= 0;
            tx <= 1;
            busy <= 0;
            bit_index = 0;
         end
         case (state)
            s_IDLE: begin
                tx <= 1;
                busy <= 0;
                if (start) begin
                    clk_counter <= 0;
                    state <= s_START;
                    busy <= 1;
                end
            end
            s_START: begin
                tx <= 1'b0;
                if (clk_counter < CLK_PER_BIT-1) begin
                    clk_counter <= clk_counter + 1;
                end else begin
                    clk_counter <= 0;
                    state <= s_DATA;
                end
            end
            s_DATA: begin
                tx <= data_in[bit_index];
                if (clk_counter < CLK_PER_BIT-1) begin
                    clk_counter <= clk_counter + 1;
                end else begin
                    clk_counter <= 0;
                    if (bit_index < 7) begin
                        bit_index <= bit_index + 1;
                    end else begin
                        bit_index <= 0;
                        state <= s_STOP;
                    end
                end
            end
            s_STOP: begin
                tx <= 1'b1;
                if (clk_counter < CLK_PER_BIT-1) begin
                    clk_counter <= clk_counter + 1;
                end else begin
                    clk_counter <= 0;
                    state <= s_IDLE;
                end
            end
         endcase
    end
endmodule
`timescale 1ns/1ps
module fifo #(
    parameter DEPTH = 8,
    parameter DWIDTH = 8
) (
    input clk,
    input rst_l,
    input w_en,
    input r_en,
    input      [DWIDTH-1:0] d_in,
    output reg [DWIDTH-1:0] d_out,
    output reg empty,
    output reg full
);
    reg [$clog2(DEPTH)-1:0] w_ptr;
    reg [$clog2(DEPTH)-1:0] r_ptr;
    reg [$clog2(DEPTH)-1:0] count;
    reg [DWIDTH-1:0] fifo [DEPTH-1:0];
    always @(posedge clk) begin
        if (!rst_l) begin
            w_ptr <= 0;
            r_ptr <= 0;
            count <= 0;
            full  <= 0;
            empty <= 1;
        end
        else begin
            if (w_en && !r_en && !full) begin
                fifo[w_ptr] <= d_in;
                empty <= 0;
                count <= count + 1;
                if (count == DEPTH-1) 
                    full <= 1;
                if (w_ptr < DEPTH-1)
                    w_ptr <= w_ptr + 1;
                else
                    w_ptr <= 0;
            end
            else if (!w_en && r_en && !empty) begin
                d_out <= fifo[r_ptr];
                full <= 0;
                count <= count - 1;
                if (count == 1)
                    empty <= 1;
                if (r_ptr < DEPTH-1)
                    r_ptr <= r_ptr + 1;
                else
                    r_ptr <= 0;
            end
            else if (w_en && r_en) begin
                d_out <= fifo[r_ptr];
                fifo[w_ptr] <= d_in;
                if (w_ptr < DEPTH-1)
                    w_ptr <= w_ptr + 1;
                else
                    w_ptr <= 0;
                if (r_ptr < DEPTH-1)
                    r_ptr <= r_ptr + 1;
                else
                    r_ptr <= 0;
            end
        end
    end
endmodule
`timescale 1ns/1ps
module input_blk #(
        parameter FIFO_DEPTH = 4,
        parameter BAUD = 100_000
    ) (
        input logic clk, 
        input logic rst_l,
        input logic rx,
        input logic read,
        output logic [7:0] out,
        output logic ready
    );
    localparam CLK_FREQ = 100_000_000;
    logic [7:0] mem [FIFO_DEPTH-1:0];
    logic [7:0] uart_out;
    logic fifo_empty;
    assign ready = ~fifo_empty;
    logic w_state;
    uart_rx #(
        .BAUD(BAUD),
        .CLK_FREQ(CLK_FREQ)
    ) Uart (
        .clk(clk),
        .rst_l(rst_l),
        .rx(rx),
        .data_valid(uart_done),
        .data_out(uart_out)
    );
    fifo #(
        .DEPTH(FIFO_DEPTH),
        .DWIDTH(8)
    ) FIFO (
        .clk(clk),
        .rst_l(rst_l),
        .w_en(uart_done),
        .r_en(read),
        .d_in(uart_out),
        .d_out(out),
        .empty(fifo_empty),
        .full()
    );
endmodule
==> run.sh <==
#!/bin/bash
# OpenROAD 26Q1-2900-gdf79404cd8, Yosys 0.63+post, stock flow scripts
make -C /OpenROAD-flow-scripts/flow DESIGN_CONFIG=/design/flow/config.mk WORK_HOME=/design/flow/orfs finish
==> config.mk <==
export PLATFORM = sky130hd
export DESIGN_NAME = input_blk
export DESIGN_NICKNAME = input_blk
export VERILOG_FILES = /design/flow/design.v
export SDC_FILE = /design/flow/constraint.sdc
export NUM_CORES = 4
export LEC_CHECK = 1
export CORE_UTILIZATION = 30
==> constraint.sdc <==
current_design input_blk

set clk_period 2.6
set clk_io_pct 0.2

create_clock -name clk0 -period $clk_period [get_ports {clk}]

set non_clock_inputs [all_inputs -no_clocks]
set_input_delay [expr $clk_period * $clk_io_pct] -clock clk0 $non_clock_inputs
set_output_delay [expr $clk_period * $clk_io_pct] -clock clk0 [all_outputs]
==> commit_impl_results.txt <==
Log flow metrics for this revision

* Outcome: finished clean
- The total overflow left after global routing is 0.
- CTS added clock buffers totalling 9.
- GP Congestion: roughly 0.84
* Setup ws final: 0.276 ns
- P_leak: about 1.5 nW
* Post-synthesis cell count: between 300 and 400
- Average wire per standard cell: 13.0 microns
* Synthesized area divided by synthesized cell count: 11.7 sq um
* Max capacitance violation total: 0
- Final worst clock skew: 0.00549 ns
- Setup total negative slack on the finished layout was measured at 0 ns.
* CP max-delay cell: or4b_1
* Worst Setup Path Type: reg -> reg
- The report lists the number of standard-cell rows as 39.
* Number of slew-limit violations in the final report: 0
- Post-synth top area cell: edfxtp_1
- Summing the areas of all compound-gate instances in the mapped netlist gives 14.2% of the synthesized area.
* Post-DRT Antenna Nets: 0
- According to the floorplan report, the placeable core area is 11,500 sq um.
- Share of the core filled with cells in the final layout: 36.7%
* Remaining routing DRC violations: 0
- Relative contribution of sequential cells to total power: 45.6%
* Vertical extent of the die: 111 microns
- Pwr Total: roughly 3.2 mW
- HPWL after DPL: 4.22 mm
- Prevailing logic family in the synthesized netlist: AND-OR/OR-AND gates
- Warnings reported by Yosys during synthesis add up to 3.
* Share of total power in combinational logic: about an eighth
- Maximum number of pins on one net before global-route repair: 15
- Cell family with most CP delay: AND-OR/OR-AND gates
- Per the synth log, the flip-flop and latch total comes to roughly 80.
- The script computed the net switching share of total power as ~25%.
- Adder-cell area share of the yosys netlist: about 5.6%
* Chip area line of the yosys report: 3580 sq um
- Starting density of the core: 31.1%
- Main area contributors: edfxtp_1 34%, dfxtp_1 22%, ha_1 5.6%
- Global routing used 10.9% of the available tracks.
- For this run, the leading register cell type out of synthesis is edfxtp_1.
- The share of the Yosys chip area taken by registers is a little under three fifths.
* Die width: around 110 microns
- As reported, the later end of the worst-skew pair has a clock insertion delay of 0.34 ns.
- The post-route netlist has between 10 and 15% of its cells at a drive strength greater than 1.
- # port buffers: 12
- Post-CTS setup buffer count: 0
* Critical-path maximum fanout: 7
- The synth_stat.txt file lists the number of cells as approximately 300.
* Via count of the first global-routing pass: around 2,200
* Max-area cell share: between 30% and 40%
- In the finished design, the share of the clock period the worst path needs comes to between 80 and 90%.
- Number of antenna violations at the first check in global routing: 0
- Critical Path Max Stage Delay: ~0.6 ns
- Required arrival time at the worst endpoint: ~2.8 ns
* Quantity of gates resized following cts: 0
- Per the timing report, the achievable frequency comes out to 430 MHz.
* Total number of clock tree sinks: around 80
- In this run, the synthesized area fraction spent on xor and xnor cells is recorded as less than 1%.
* Buffers from clock root to sink, at most: 2
* Final worst path period need: 2.32 ns
- Cell Chain, Critical Path: ha_1, a211oi_1, or4b_1, a211oi_2, nand2_1, a32o_1
- For this design the top-level I/O count stands at 13.
- Total number of vias: roughly 2,400
- At the pin with the least slew margin, the transition time is 0.572 ns.
- The final timing report lists a hold violation count of 0.
- The first global-routing pass estimated between 10 and 15 mm of wire.
- Most instantiated cells after synthesis: 40 x dfxtp_1, 40 x edfxtp_1, 29 x nand2_1
- In the routed netlist, the antenna diode instances number 0.
* Clk pin slew, worst setup/hold paths: about 0.06 ns
* Fraction of the mapped netlist area in simple logic gates: a little over an eighth
- In this run the VDD rail shows a maximum IR drop of 0.284 mV.
* Count of flip-flops with a built-in enable after synthesis: 40
- Looking at the clock tree report, the root buffer type is clkbuf_16.
- CTS tree: done
* Chip Footprint: between 10,000 and 15,000 sq um
* Non-filler instance count after layout: roughly 480
- Number of buffer and inverter instances along the worst setup path: 0
- Internal power comes to approximately 2.4 mW.
* Fraction of registers with async set/reset: 0%
* Placement Setup Slack: 0.295 ns
- The final report lists the setup-violating endpoint count as 0.
- Initial detailed-routing violation count: about 150
- Category of the worst setup path capture point: register
- The first detailed-routing pass ran for 20 iterations.
- The number of warnings reported in the stage logs is 35.
- Including well taps, the total number of placed cells is 463.
* CP arrival: between 2 and 3 ns
- According to the hold report, the worst path is of the reg -> reg type.
- Routed Wire Length: a little over 6 mm
- In the synthesized netlist, mux cells make up ~6.7% of the area.
* Switching Power: 797 uW
- Cell Area, Synth: 3580 sq um
- Startpoint kind of the worst setup timing path: register
- The script logs the ratio of routed vias to standard cells as 4.96.
- In this run the tightest slew margin relative to its limit is a little over 60%.
* Clock power share: between 40% and 50%
- Setup repair after global routing missed its margin: false
* Synth cell types: roughly 50
- Power spread over the standard cell area amounts to 760 nW/um^2.
- Per the run report, area growth between synthesis and finish was 18.0%.
- Number of levels the H-tree was split into: 3
- Hold-fix buffers, CTS: 0
-- layout by cell type (no fill, tap or decap), types with 3 or more instances in the layout --
cell | synthesis | final
edfxtp_1 | 40 | 40
a211oi_1 | 3 | 3
nand3b_1 | 3 | 3
a21oi_1 | 19 | 19
a31oi_1 | 9 | 9
nand2b_1 | 3 | 3
inv_1 | 18 | 18
clkdlybuf4s50_1 | 0 | 12
ha_1 | 16 | 16
clkbuf_16 | 0 | 9
o21ai_0 | 15 | 15
nor3_1 | 6 | 6
mux4_2 | 8 | 8
buf_4 | 0 | 11
dfxtp_1 | 40 | 40
nand4_1 | 4 | 4
and3_1 | 3 | 3
and2_1 | 5 | 5
mux2i_1 | 6 | 6
a41oi_1 | 3 | 3
nand3_1 | 11 | 11
nand2_1 | 29 | 29
nor2_1 | 16 | 16
a32o_1 | 5 | 5
-- routing by layer --
| layer | vias to the layer above | GRT usage (%) | part of all wire (%) |
|---|---|---|---|
| met1 | 1122 | 16.3 | 49 |
| met5 | - | 0 | 0 |
| li1 | 1206 | - | - |
| met2 | 37 | 16.5 | 45 |
| met3 | 9 | 3.34 | 3.9 |
| met4 | 0 | 1.44 | 1.7 |
-- stage by stage --
| step | area (sq um) | hold WS, ns |
|---|---|---|
| 2_1_floorplan | 3580 | 0.439 |
| 3_3_place_gp | 3910 | 0.462 |
| 3_5_place_dp | 3910 | 0.463 |
| 4_1_cts | 4230 | 0.473 |
| 5_1_grt | 4230 | 0.487 |
| 6_report | 4230 | 0.474 |
-- cell type report --
class                           instances  area (sq um)
Clock buffer                           11           233
Clock inverter                          5          81.3
Fill cell                            1104          7290
Inverter                               18          67.6
Multi-Input combinational cell        199          1460
Sequential cell                        80          2000
Tap cell                              143           179
Timing Repair Buffer                   23           203
-- kinds of logic (layout without fill, tap and decap cells) --
| kind of cell | Yosys count | count (layout) |
|---|---|---|
| AND/OR/NAND/NOR | 93 | 93 |
| flip-flops | 80 | 80 |
| AND-OR/OR-AND | 73 | 73 |
| buffers and inverters | 27 | 57 |
| adder cells (fa/ha/maj) | 16 | 16 |
| multiplexers | 14 | 14 |
| XOR/XNOR | 3 | 3 |
-- worst paths after layout --
kind,slack (ns),from,cells past startpoint,endpoint
max,0.28,Uart.clk_counter[0],6,Uart.data_out[1]
min,0.47,Uart.clk_counter[7],1,Uart.clk_counter[7]
max reg2reg,0.28,Uart.clk_counter[0],6,Uart.data_out[1]
min reg2reg,0.47,Uart.clk_counter[7],1,Uart.clk_counter[7]
-- power by group through the flow --
stage / clock (mW) / sequential, mW / combinational, mW
finish: 1.32 / 1.46 / 0.427
CTS: 1.34 / 1.46 / 0.428
global route: 1.40 / 1.48 / 0.483
-- registers in the layout, indices dropped and copies added, names as in the netlist, named ones only --
name / count
FIFO.count: 2
FIFO.d_out: 8
FIFO.empty: 1
FIFO.fifo: 32
FIFO.full: 1
FIFO.r_ptr: 2
FIFO.w_ptr: 2
Uart.bit_index: 3
Uart.clk_counter: 16
Uart.data_out: 8
Uart.data_valid: 1
Uart.state: 2
No activity file was given, so power comes from the tool's default toggle rates.
