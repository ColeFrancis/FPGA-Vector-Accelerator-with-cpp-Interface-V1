==> design/flow/design.v <==
`timescale 1ns/1ps
module uart_rx #(
    parameter BAUD = 10_000,
    parameter CLK_FREQ = 100_000_000  
    )(
    input clk,
    input rst_l,
    input rx,
    output reg data_valid,
    output reg [7:0] data_out
    );
    localparam CLK_PER_BIT = CLK_FREQ / BAUD;
    reg [15:0] clk_counter = 0;
    localparam s_IDLE = 2'b00;
    localparam s_START = 2'b01;
    localparam s_DATA = 2'b10;
    localparam s_STOP = 2'b11;
    reg [1:0] state = s_IDLE;
    reg [2:0] bit_index = 0;
    always @(posedge clk) begin
        if (!rst_l) begin
            state <= s_IDLE;
            clk_counter <= 0;
            bit_index <= 0;
            data_valid <= 0;
            data_out <= 0;
        end
        case (state)
            s_IDLE: begin
                data_valid <= 0;
                if (~rx) begin
                    clk_counter <= 0;
                    state <= s_START;
                end
            end
            s_START: begin
                if (clk_counter == (CLK_PER_BIT-1)/2) begin  
                    if (rx == 1'b0) begin
                        clk_counter <= 0;
                        state <= s_DATA;
                    end else begin
                        state <= s_IDLE;
                    end
                end else begin
                    clk_counter <= clk_counter + 1;
                end
            end
            s_DATA: begin
                if (clk_counter < CLK_PER_BIT-1) begin  
                    clk_counter <= clk_counter + 1;
                end else begin
                    clk_counter <= 0;
                    data_out[bit_index] <= rx;
                    if (bit_index < 7) begin
                        bit_index <= bit_index + 1;
                    end else begin
                        bit_index <= 0;
                        state <= s_STOP;
                    end
                end
            end
            s_STOP: begin
                if (clk_counter < CLK_PER_BIT-1) begin  
                    clk_counter <= clk_counter + 1;
                end else begin
                    clk_counter <= 0;
                    data_valid <= 1;
                    state <= s_IDLE;
                end
            end
        endcase
    end
endmodule
module uart_tx #(
    parameter BAUD = 10_000,
    parameter CLK_FREQ = 100_000_000  
    )(
    input clk,
    input rst_l,
    input start,
    input [7:0] data_in,
    output reg tx,
    output reg busy
    );
    localparam  CLK_PER_BIT = CLK_FREQ / BAUD;
    reg [15:0] clk_counter = 0;
    localparam s_IDLE = 2'b00;
    localparam s_START = 2'b01;
    localparam s_DATA = 2'b10;
    localparam s_STOP = 2'b11;
    reg [1:0] state = s_IDLE;
    reg [2:0] bit_index = 0;
    always @(posedge clk) begin
         if (!rst_l) begin
            state <= s_IDLE;
            clk_counter <= 0;
            tx <= 1;
            busy <= 0;
            bit_index = 0;
         end
         case (state)
            s_IDLE: begin
                tx <= 1;
                busy <= 0;
                if (start) begin
                    clk_counter <= 0;
                    state <= s_START;
                    busy <= 1;
                end
            end
            s_START: begin
                tx <= 1'b0;
                if (clk_counter < CLK_PER_BIT-1) begin
                    clk_counter <= clk_counter + 1;
                end else begin
                    clk_counter <= 0;
                    state <= s_DATA;
                end
            end
            s_DATA: begin
                tx <= data_in[bit_index];
                if (clk_counter < CLK_PER_BIT-1) begin
                    clk_counter <= clk_counter + 1;
                end else begin
                    clk_counter <= 0;
                    if (bit_index < 7) begin
                        bit_index <= bit_index + 1;
                    end else begin
                        bit_index <= 0;
                        state <= s_STOP;
                    end
                end
            end
            s_STOP: begin
                tx <= 1'b1;
                if (clk_counter < CLK_PER_BIT-1) begin
                    clk_counter <= clk_counter + 1;
                end else begin
                    clk_counter <= 0;
                    state <= s_IDLE;
                end
            end
         endcase
    end
endmodule
`timescale 1ns/1ps
module fifo #(
    parameter DEPTH = 8,
    parameter DWIDTH = 8
) (
    input clk,
    input rst_l,
    input w_en,
    input r_en,
    input      [DWIDTH-1:0] d_in,
    output reg [DWIDTH-1:0] d_out,
    output reg empty,
    output reg full
);
    reg [$clog2(DEPTH)-1:0] w_ptr;
    reg [$clog2(DEPTH)-1:0] r_ptr;
    reg [$clog2(DEPTH)-1:0] count;
    reg [DWIDTH-1:0] fifo [DEPTH-1:0];
    always @(posedge clk) begin
        if (!rst_l) begin
            w_ptr <= 0;
            r_ptr <= 0;
            count <= 0;
            full  <= 0;
            empty <= 1;
        end
        else begin
            if (w_en && !r_en && !full) begin
                fifo[w_ptr] <= d_in;
                empty <= 0;
                count <= count + 1;
                if (count == DEPTH-1) 
                    full <= 1;
                if (w_ptr < DEPTH-1)
                    w_ptr <= w_ptr + 1;
                else
                    w_ptr <= 0;
            end
            else if (!w_en && r_en && !empty) begin
                d_out <= fifo[r_ptr];
                full <= 0;
                count <= count - 1;
                if (count == 1)
                    empty <= 1;
                if (r_ptr < DEPTH-1)
                    r_ptr <= r_ptr + 1;
                else
                    r_ptr <= 0;
            end
            else if (w_en && r_en) begin
                d_out <= fifo[r_ptr];
                fifo[w_ptr] <= d_in;
                if (w_ptr < DEPTH-1)
                    w_ptr <= w_ptr + 1;
                else
                    w_ptr <= 0;
                if (r_ptr < DEPTH-1)
                    r_ptr <= r_ptr + 1;
                else
                    r_ptr <= 0;
            end
        end
    end
endmodule
`timescale 1ns/1ps
module output_blk #(
        parameter FIFO_DEPTH = 64,  
        parameter BAUD = 100_000
    ) (
        input logic clk, 
        input logic rst_l,
        input logic set,
        input logic [7:0] in,
        output logic tx,
        output logic full
    );
    localparam CLK_FREQ = 100_000_000;
    logic [7:0] uart_in;
    logic fifo_read;
    logic fifo_empty;
    logic uart_busy;
    logic uart_start;
    localparam s_IDLE = 2'b00;
    localparam s_READ = 2'b01;
    localparam s_SET =  2'b11;;
    logic [1:0] write_state;
    uart_tx #(
        .BAUD(BAUD),
        .CLK_FREQ(CLK_FREQ)
    ) Uart (
        .clk(clk),
        .rst_l(rst_l),
        .start(uart_start),
        .data_in(uart_in),
        .tx(tx),
        .busy(uart_busy)
    );
    fifo #(
        .DEPTH(FIFO_DEPTH),
        .DWIDTH(8)
    ) FIFO (
        .clk(clk),
        .rst_l(rst_l),
        .w_en(set),
        .r_en(fifo_read),
        .d_in(in),
        .d_out(uart_in),
        .empty(fifo_empty),
        .full(full)
    );
    always @(posedge clk) begin
        if (!rst_l) begin
            write_state <= 0;
            fifo_read <= 0;
            uart_start <= 0;
        end
        else begin
            case (write_state)
                s_IDLE: begin
                    if(!uart_busy) begin
                        write_state <= s_READ;
                    end
                end
                s_READ: begin
                    if (!fifo_empty) begin
                        fifo_read <= 1;
                        uart_start <= 1;
                        write_state <= s_SET;
                    end
                end
                s_SET: begin
                    fifo_read  <= 0;
                    uart_start <= 0;
                    if (uart_busy) begin
                        write_state <= s_IDLE;
                    end
                end
                default: begin
                    write_state <= s_IDLE;
                end
            endcase
        end
    end
endmodule
==> design/flow/run.sh <==
#!/bin/bash
# OpenROAD 26Q1-2900-gdf79404cd8, Yosys 0.63+post, stock flow scripts
make -C /OpenROAD-flow-scripts/flow DESIGN_CONFIG=/design/flow/config.mk WORK_HOME=/design/flow/orfs finish
==> design/flow/config.mk <==
export PLATFORM = sky130hd
export DESIGN_NAME = output_blk
export DESIGN_NICKNAME = output_blk
export VERILOG_FILES = /design/flow/design.v
export SDC_FILE = /design/flow/constraint.sdc
export NUM_CORES = 4
export LEC_CHECK = 1
export CORE_UTILIZATION = 30
==> design/flow/constraint.sdc <==
current_design output_blk

set clk_period 10.5
set clk_io_pct 0.2

create_clock -name clk0 -period $clk_period [get_ports {clk}]

set non_clock_inputs [all_inputs -no_clocks]
set_input_delay [expr $clk_period * $clk_io_pct] -clock clk0 $non_clock_inputs
set_output_delay [expr $clk_period * $clk_io_pct] -clock clk0 [all_outputs]
==> Slide: Implementation Results <==
Synthesis and Place & Route Summary

Hold path
  • Worst Hold Class: reg -> reg
  • Worst Hold Launch: Uart.clk_counter[10]
  • Cell depth of the worst hold path: 1
  • Hold worst-path end: Uart.clk_counter[10]

Run status
  • Status: complete, no violations

GRT
  • Largest net degree at the start of global routing: between 50 and 60
  • Overflow after GRT: 0
  • Global-route wire length before repair: approximately 77000 µm
  • Vias in the first global route: 12.5k
  • Total track usage: 0.145
  • Initial antenna violation count: 0

Final timing
  • Setup_tns: 0 ns
  • Final worst-path cycle share: 0.421
  • Tmin final: between 4 and 5 ns
  • Slew margin rel.: 0.423
  • RSZ-0062 raised after global routing: no
  • Clk_skew: around 0.047 ns
  • Final Max-Slew Violation Tally: 0
  • Slew @ Worst Pin: about 0.86 ns
  • Maximum achievable frequency: 226 MHz
  • Setup-failing EPs final: 0
  • Final Hold Viols: 0

Clocking
  • Clock Tree Root: clkbuf_16
  • Total setup buffers inserted after CTS: 0
  • Num CTS Buffers: just under 60
  • TritonCTS clock tree: built
  • Clock transition at path regs: around 0.06 ns
  • Clk ins delay skew pair: 0.64 ns
  • Clk buf depth: 3
  • CTS H-Tree Depth: 2
  • Hold-fix buffers at CTS: 0
  • # clock sinks: 573
  • Resize count post-CTS: 0

Detailed routing
  • Final Routed Wirelength: 51400 µm
  • Final ANT Viol Nets: 0
  • Initial DRC count: approximately 820
  • Post-DR vias/cell: between 5 and 6
  • First-pass detailed-route iteration total: 5
  • DRC viols: 0
  • Antenna diode count: 0
  • Routed len/inst: 22.7 µm
  • Routed vias: about 11k

Synthesis
  • Top area cell types: edfxtp_1 (69%), mux4_2 (12%), dfxtp_1 (4.6%), nor2_1 (1.6%), mux2i_1 (1.2%)
  • Syn avg cell area: about 18 µm²
  • Ys flops: between 500 and 600
  • Yosys warns: 3
  • Cell taking the most area after synthesis: edfxtp_1
  • Max-area cell share: 0.694
  • Cell Area, Synth: 22600 µm²
  • Register share after synthesis: 0.740
  • Synth async-reset ratio: 0
  • EDFF count, synth: 521
  • Yosys stat cell total: approximately 1.2k
  • Primary FF master, synth: edfxtp_1
  • Post-synth cell types: 55
  • Yosys stat area: roughly 23000 µm²
  • Mapped Cells: approximately 1.2k

Setup path
  • CP max stage cell: clkdlybuf4s50_1
  • CP Max Fanout: 9
  • FF-to-FF setup slack: approximately 6.4 ns
  • Reg2Reg Depth: 8
  • Startpoint Class: input port
  • Arr. time, crit path: approximately 4.7 ns
  • Max incr delay on CP: slightly above 0.5 ns
  • Crit path kind: in -> reg
  • Reg-to-Reg End: FIFO.d_out[7]
  • CP endpoint kind: flop
  • CP Cell Sequence: clkdlybuf4s50_1 -> inv_1 -> a21oi_2 -> and3b_1 -> nand3b_1 -> buf_4 -> nor2_1
  • Worst EP required: 10.73 ns

Run
  • Max capacitance violation total: 0
  • Number of OpenROAD warnings: 30

Placement
  • HPWL Detailed: roughly 32000 µm
  • Placer Congestion: just under 0.9
  • IO Port Bufs: 12

Die
  • FP Rows: 100
  • Vert. Die Dim: 276 µm
  • Die width: around 280 µm
  • Core area: around 74000 µm²
  • Die area: 76300 µm²
  • Initial Util: 0.303
  • # IOs: 13

Finish
  • Share of cells above drive strength 1: 0.197
  • Area Overhead vs Synth: 13.5%

Power
  • Lkg Pwr: 7.73 nW
  • Total Power: around 4.8 mW
  • Worst vdd ir: around 0.12 mV
  • Cell Pwr Density: 186 nW/µm²
cells in the mapped netlist, types with 6 or more instances:
cell type	instances
a21oi_1	14
or3_1	6
buf_6	9
and2_1	17
nand2_1	56
inv_1	12
a211o_1	6
nand3b_1	8
dfxtp_1	52
edfxtp_1	521
nand4_1	14
o31ai_1	8
mux2i_1	28
mux4_2	124
nor2b_1	12
buf_2	14
nor3_1	9
and3_1	7
nor2_1	96
nand2b_1	6
nand3_1	18
xnor2_1	10
buf_4	11
a211oi_1	9
ha_1	11
nor4_1	6
o21ai_0	37
o22ai_1	25
clkbuf_1	24
registers in the layout (all words and copies together), names as in the netlist, named ones only:
name / cells
FIFO.fifo: 512
Uart.clk_counter: 16
FIFO.d_out: 8
FIFO.count: 6
FIFO.r_ptr: 6
FIFO.w_ptr: 6
Uart.bit_index: 3
write_state: 3
Uart.state: 2
FIFO.empty: 1
FIFO.full: 1
Uart.busy: 1
Uart.tx: 1
uart_start: 1
metrics by stage:
stage	cells	hold slack, ns	util	area [µm²]	setup slack [ns]
final	2269	0.457	0.344	25600	6.08
after global routing	2269	0.488	0.344	25600	5.93
after CTS	2269	0.462	0.344	25600	6.15
after detailed placement	2163	0.447	0.318	23700	5.49
after global placement	2163	0.443	0.318	23700	5.56
after floorplan	1219	0.430	-	22600	6.57
worst max path at each step:
| stage | from | end | cells past startpoint |
|---|---|---|---|
| after CTS | set | FIFO.fifo[60][3] | 7 |
| after global routing | set | FIFO.fifo[61][4] | 6 |
| final | set | FIFO.fifo[60][3] | 7 |
logic make-up (layout without fill, tap and decap cells):
kind of cell,Yosys count,count (layout),share of synthesized area
simple gates,269,269,0.0580
fa+ha+maj,11,11,0.00610
flops,573,573,0.740
compound gates,126,126,0.0360
buf+inv,73,154,0.0178
mux,153,153,0.137
xor+xnor,14,14,0.00544
layout by cell type (no fill, tap or decap), drive strengths merged, types with 10 or more instances in the layout:
cell type  count
nand3         18
and2          18
clkinv        28
clkbuf        65
inv           14
buf           32
xnor2         10
nor2b         12
o22ai         25
ha            11
nand2         56
mux2i         28
a21oi         16
edfxtp       521
nor2          96
nand4         14
mux4         124
o21ai         37
dfxtp         52
nor3          10
area by class of cell:
cell class / instances / area [µm²]
timing repair buffer: 36 / 260
tap: 969 / 1210
inverter: 12 / 45.0
clock inverter: 41 / 434
sequential: 573 / 16700
clock buffer: 65 / 1480
fill: 6741 / 48900
multi-input combinational: 573 / 5460
layer usage:
layer,routed length (µm),global-route usage,vias up
li1,-,-,4990
met5,115,0.0106,-
met4,1280,0.0308,4
met1,18600,0.171,5575
met2,23600,0.216,724
met3,7900,0.107,77
critical path: cells and delay by family:
family                 cells  cell delay, ns
AND-OR/OR-AND              1            0.39
buffers and inverters      3            0.95
AND/OR/NAND/NOR            3            1.21
report_power, final:
group,switching [mW],internal (mW)
registers,0.0135,2.50
clock network,0.877,1.17
logic,0.128,0.0787
total,1.02,3.75
Power is estimated from default activity; no workload was simulated.
