==> design.v <==
`timescale 1ns/1ps
module control_logic (
    input logic clk, 
    input logic rst_l,
    input logic [15:0] inst,
    input logic vec_imm_buff_done,
    input logic red_alu_done,
    input logic [31:0] vec_out_buff_count,
    input logic output_blk_full,
    input logic input_blk_ready,
    output logic [3:0] vec_sel_a,
    output logic [3:0] vec_sel_b,
    output logic [2:0] alu_op_sel,
    output logic       alu_scal_sel,
    output logic en_vec_imm_buff,
    output logic en_scal_imm_buff,
    output logic en_vec_reg_bank_a,
    output logic en_vec_reg_bank_b,
    output logic en_vec_alu,
    output logic en_red_alu,
    output logic en_scal_acc,
    output logic en_input_blk,
    output logic set_inst_hi,
    output logic set_inst_lo,
    output logic set_vec_imm_buff_vec,
    output logic set_vec_imm_buff_scal,
    output logic set_scal_imm_buff,
    output logic set_vec_reg_bank,
    output logic set_vec_alu,
    output logic set_red_alu,
    output logic set_scal_acc,
    output logic set_vec_out_buff,
    output logic set_output_blk
); 
    logic nop_inst;
    logic ex_inst;
    logic imm_inst;
    logic vec_imm_inst_vec;
    logic vec_imm_inst_scal;
    logic scal_imm_inst;
    logic vec_alu_inst;
    logic vec_scal_inst;
    logic red_alu_inst;
    logic ret_vec_inst;
    logic ret_scal_inst;
    typedef enum {
        FET_lo_1, FET_lo_2, FET_hi_1, FET_hi_2,
        DEC_0, DEC_1, DEC_2, DEC_vec1, DEC_vec2, DEC_vec3,
        EX_1, EX_red,
        WB_1, WB_2, WB_vec_ret
    } top_state_t;
    top_state_t state;
    assign vec_sel_a  = inst[3:0];
    assign vec_sel_b  = inst[11:8];
    assign alu_op_sel = inst[6:4];
    assign alu_scal_sel = vec_scal_inst;
    assign nop_inst          = !(|inst[7:0]);
    assign imm_inst          = vec_imm_inst_vec || vec_imm_inst_scal || scal_imm_inst;
    assign ex_inst           = inst[7] && inst[15];
    assign vec_imm_inst_vec  = inst[7:4] == 4'b0001 || inst[15:12] == 4'b1110;
    assign vec_imm_inst_scal = inst[7:4] == 4'b0010;
    assign scal_imm_inst     = inst[7] && (inst[15:12] == 4'b1111);
    assign vec_alu_inst      = ex_inst && inst[13];
    assign vec_scal_inst     = vec_alu_inst && (inst[13:12] == 2'b11);
    assign red_alu_inst      = ex_inst && !inst[13];
    assign ret_vec_inst      = inst[7] && (inst[15:12] == 4'b0001);
    assign ret_scal_inst     = inst[7] && (inst[15:12] == 4'b1001);
    always_ff @(posedge clk, negedge rst_l) begin
        if (!rst_l) begin
            en_vec_imm_buff   <= 0;
            en_scal_imm_buff  <= 0;
            en_vec_reg_bank_a <= 0;
            en_vec_reg_bank_b <= 0;
            en_vec_alu        <= 0;
            en_red_alu        <= 0;
            en_scal_acc       <= 0;
            en_input_blk      <= 0;
            set_inst_hi           <= 0;
            set_inst_lo           <= 0;
            set_vec_imm_buff_vec  <= 0;
            set_vec_imm_buff_scal <= 0;
            set_scal_imm_buff     <= 0;
            set_vec_reg_bank      <= 0;
            set_vec_alu           <= 0;
            set_red_alu           <= 0;
            set_scal_acc          <= 0;
            set_vec_out_buff      <= 0;
            set_output_blk        <= 0;                                                                          
            state <= FET_lo_1; 
        end
        else begin
            case (state)
                FET_lo_1: begin  
                    en_red_alu <= 0;
                    set_output_blk <= 0;
                    set_scal_acc <= 0;
                    en_vec_alu <= 0;
                    set_vec_reg_bank <= 0;
                    en_vec_reg_bank_a <= 0;
                    en_vec_reg_bank_b <= 0;
                    en_vec_imm_buff <= 0;
                    if (input_blk_ready) begin
                        en_input_blk <= 1;
                        state <= FET_lo_2;
                    end
                end
                FET_lo_2: begin  
                    set_inst_lo <= 1;
                    state <= FET_hi_1;
                end
                FET_hi_1: begin  
                    set_inst_lo <= 0;
                    if (input_blk_ready) begin
                        en_input_blk <= 1;
                        state <= FET_hi_2;
                    end
                    else begin
                        en_input_blk <= 0;
                    end
                end
                FET_hi_2: begin  
                    en_input_blk <= 0;
                    set_inst_hi <= 1;
                    state <= DEC_0;
                end
                DEC_0: begin
                    set_inst_hi <= 0;
                    state <= DEC_1;
                end
                DEC_1: begin  
                    if (nop_inst) begin
                        state <= FET_lo_1;
                    end
                    else if (imm_inst) begin
                        if (input_blk_ready) begin
                            en_input_blk <= 1;
                            state <= DEC_2;
                        end
                    end
                    else begin
                        if (ex_inst)
                            state <= EX_1;
                        else
                            state <= WB_1;
                    end
                end
                DEC_2: begin  
                    en_input_blk <= 0;
                    if (vec_imm_inst_vec) begin
                        set_vec_imm_buff_vec <= 1;
                        state <= DEC_vec1;
                    end
                    else if (vec_imm_inst_scal) begin
                        set_vec_imm_buff_scal <= 1;
                        state <= DEC_vec1;
                    end
                    else if (scal_imm_inst) begin
                        set_scal_imm_buff <= 1;
                        if(ex_inst)
                            state <= EX_1;
                        else
                            state <= WB_1;
                    end
                end
                DEC_vec1: begin
                    if (vec_imm_inst_vec)
                        set_vec_imm_buff_vec <= 0;
                    state <= DEC_vec2;
                end
                DEC_vec2: begin  
                    if (vec_imm_buff_done) begin
                        en_input_blk <= 0;
                        if (ex_inst) begin
                            state <= EX_1;
                        end
                        else
                            state <= WB_1;
                    end
                    if (vec_imm_inst_vec) begin
                        if (input_blk_ready) begin
                            en_input_blk <= 1;
                            state <= DEC_vec3;
                        end
                        else begin
                            set_vec_imm_buff_vec <= 0;
                            en_input_blk <= 0;
                        end
                    end
                end
                DEC_vec3: begin
                    state <= DEC_vec2;
                    set_vec_imm_buff_vec <= 1;
                end
                EX_1: begin 
                    set_scal_imm_buff <= 0;
                    en_vec_reg_bank_a <= 1;
                    if (vec_alu_inst) begin
                        if (vec_scal_inst && imm_inst) begin  
                            en_scal_imm_buff <= 1;
                        end
                        else if (vec_scal_inst && !imm_inst) begin  
                            en_scal_acc <= 1;
                        end
                        else if (!vec_scal_inst && imm_inst) begin  
                            en_vec_imm_buff <= 1;
                        end
                        else begin  
                            en_vec_reg_bank_b <= 1;
                        end
                        set_vec_alu <= 1;
                        state <= WB_1;
                    end
                    else if (red_alu_inst) begin;
                        set_red_alu <= 1;
                        state <= EX_red;
                    end
                end
                EX_red: begin  
                    en_vec_reg_bank_a <= 0;
                    set_red_alu <= 0;
                    if (red_alu_done) begin
                        state <= WB_1;
                    end
                end
                WB_1: begin
                    set_scal_imm_buff <= 0;
                    en_scal_imm_buff <= 0;
                    en_input_blk <= 0;
                    if (ret_vec_inst) begin  
                        en_vec_reg_bank_b <= 1;
                        set_vec_out_buff <= 1;
                        state <= WB_2;
                    end
                    else begin
                        if (red_alu_inst) begin
                            en_red_alu <= 1;
                            if (ret_scal_inst) begin
                                set_output_blk <= 1;
                            end
                            else begin
                                set_scal_acc <= 1;
                            end
                        end
                        else if (vec_alu_inst) begin  
                            en_vec_alu <= 1;
                            set_vec_reg_bank <= 1;
                        end
                        else begin  
                            if (imm_inst) begin
                                en_vec_imm_buff <= 1;
                            end 
                            else begin
                                en_vec_reg_bank_b <= 1;
                            end
                            set_vec_reg_bank <= 1;
                        end
                        state <= FET_lo_1;
                    end
                end
                WB_2: begin
                    en_vec_reg_bank_b <= 0;
                    set_vec_out_buff <= 0;
                    state <= WB_vec_ret;
                end
                WB_vec_ret: begin
                    if( vec_out_buff_count > 0) begin
                        set_output_blk <= 1;
                    end
                    else begin
                        set_output_blk <= 0;
                        state <= FET_lo_1;
                    end
                end
                default: begin 
                    en_vec_imm_buff   <= 0;
                    en_scal_imm_buff  <= 0;
                    en_vec_reg_bank_a <= 0;
                    en_vec_reg_bank_b <= 0;
                    en_vec_alu        <= 0;
                    en_red_alu        <= 0;
                    en_scal_acc       <= 0;
                    en_input_blk      <= 0;
                    set_inst_hi           <= 0;
                    set_inst_lo           <= 0;
                    set_vec_imm_buff_vec  <= 0;
                    set_vec_imm_buff_scal <= 0;
                    set_scal_imm_buff     <= 0;
                    set_vec_reg_bank      <= 0;
                    set_vec_alu           <= 0;
                    set_red_alu           <= 0;
                    set_scal_acc          <= 0;
                    set_vec_out_buff      <= 0;
                    set_output_blk        <= 0;
                    state <= FET_lo_1;
                end
            endcase
        end
    end
endmodule
==> run.sh <==
#!/bin/bash
# OpenROAD 26Q1-2900-gdf79404cd8, Yosys 0.63+post, stock flow scripts
make -C /OpenROAD-flow-scripts/flow DESIGN_CONFIG=/design/flow/config.mk WORK_HOME=/design/flow/orfs finish
==> config.mk <==
export PLATFORM = sky130hd
export DESIGN_NAME = control_logic
export DESIGN_NICKNAME = control_logic
export VERILOG_FILES = /design/flow/design.v
export SDC_FILE = /design/flow/constraint.sdc
export NUM_CORES = 4
export LEC_CHECK = 1
export CORE_UTILIZATION = 40
==> constraint.sdc <==
current_design control_logic

set clk_period 3.8
set clk_io_pct 0.2

create_clock -name clk0 -period $clk_period [get_ports {clk}]

set non_clock_inputs [all_inputs -no_clocks]
set_input_delay [expr $clk_period * $clk_io_pct] -clock clk0 $non_clock_inputs
set_output_delay [expr $clk_period * $clk_io_pct] -clock clk0 [all_outputs]
==> deck_impl_summary.md <==
Physical Implementation Snapshot

Timing
  • Hold WS: between 400 and 500 ps
  • RSZ-0062 raised after global routing: false
  • Post-route setup slack: 681 ps
  • Clk_skew: between 4 and 5 ps
  • Final hold vios: 0
  • Final setup fails: 0
  • Fmax achieved: about 320 MHz
  • Setup TNS: 0 ps
  • Max_slew headroom: between 50 and 60%
  • Min Tclk post-route: about 3100 ps
  • Slew @ Worst Pin: 651 ps
  • Slew Viols, Final: 0
  • Part of the cycle the worst path needs: 82.1%

Worst setup path
  • Setup Crit Path Kind: in2out
  • WP buf/inv: 2
  • Worst Setup End Kind: output pin
  • Crit-path leading delay family: buffers and inverters
  • R2r startpoint: state[10]$_DFF_PN0_
  • Reg2Reg Depth: 4
  • Slowest cell delay on critical path: 730 ps
  • CP Launch Type: input port
  • Worst path cell trace: clkdlybuf4s50_1 > and3_1 > and2_1 > clkdlybuf4s50_1
  • CP max-delay cell: clkdlybuf4s50_1
  • R2R Path End: en_vec_imm_buff$_DFFE_PN0P_
  • Crit path max fanout: 13
  • CP most frequent cell: clkdlybuf4s50_1
  • Worst path arrival time: about 2400 ps
  • Reg2Reg Setup Slack: 1630 ps
  • Crit path required time: a little over 3000 ps

Drt
  • WL/cell: 16.8 um
  • Final WL: roughly 6 mm
  • DRC Markers: 0
  • Vias/cell: roughly 5.8
  • Metal3 WL: between 600 and 700 um
  • Metal-1 WL: ~2.7 mm
  • Initial DRC Count: between 150 and 200
  • Uppermost layer routed: met4
  • Met2 WL: around 2.6 mm
  • ANT cells: 0
  • Initial DRT Pass Iterations: 4
  • Post-route ant nets: 0
  • Vias: about 2.0k

Power and ir drop
  • Pint: 915 uW
  • Sequential share of power: a little under two fifths
  • Combinational fraction of design power: roughly 42%
  • Switching share of power: between 30% and 40%
  • Psw: around 470 uW
  • Maximum vdd drop: between 0.2 and 0.3 mV
  • Cell Pwr Density: slightly below 500 nW/um^2
  • Pleak: approximately 1.2 nW
  • Clock Power Share: 19.7%

Floorplan
  • Chip area: approximately 5400 um^2
  • Core area: approximately 4800 um^2
  • Core Rows: 25
  • Initial Utilization: 42.2%
  • Die Y: about 73 um
  • Die width: between 70 and 80 um
  • Top Ports: about 85

Global routing
  • Vias in the first global route: approximately 2k
  • GRT overflow: 0
  • First-pass GRT wire length: ~9.9 mm
  • Largest net degree at the start of global routing: 35
  • Antenna violations before repair: 0
  • Overall routing resource usage: between 20 and 30%

Finish
  • Core Util, Final: between 50% and 60%
  • Share of cells above drive strength 1: 8.77%
  • Most frequent cells in the layout: clkdlybuf4s50_1, dfrtp_1, nor2_1
  • Final Instance Area: ~2800 um^2
  • Layout area overhead: 39.7%
  • Most instantiated logic cell after routing: clkdlybuf4s50_1

Clock tree
  • CTS-repair resized insts: 0
  • CTS max path bufs: 2
  • Cts bufs inserted: 5
  • H-tree depth: 2
  • Setup bufs post-CTS: 0
  • CTS Root Buffer Type: clkbuf_8
  • TritonCTS clock tree: yes
  • Worst-path clk slew: 70 ps
  • CTS Hold Buffers Added: 0
  • Clk latency of the worst-skew pair: around 290 ps
  • Clock sink count: 34

Yosys
  • Yosys synthesis chip area: about 2000 um^2
  • EDFF count, synth: 0
  • Mapped Cells: between 200 and 250
  • Netlist cell types: approximately 57
  • Synth Seq Share: 41.9%
  • Synthesized area: ~2000 um^2
  • Post-synth regs: 34
  • Avg Cell Area, Syn: between 9 and 10 um^2
  • Fraction of registers with async set/reset: approximately 100%
  • Main flop type: dfrtp_1
  • # Cells Yosys: about 220
  • Synthesis Warnings: 1

Job
  • MaxCap Viol Count: 0
  • Tool warnings: 27

Placed design
  • Cell Area, Placed: 2750 um^2
  • PortBufs: roughly 75
  • Post-DP HPWL: around 4.5 mm
  • Dpl ws: between 700 and 800 ps
  • GP Congestion: roughly 0.9

Hold path
  • Hold path start: set_vec_alu$_DFFE_PN0P_
  • Hold Path Depth: 1
  • Hold-critical path endpoint: set_vec_alu$_DFFE_PN0P_
  • HP Class: reg2reg

Status
  • Status: complete, no violations
==> flip-flops by register name (all words and copies together) (netlist names) <==
register	cells
en_vec_reg_bank_a	1
set_vec_reg_bank	1
set_output_blk	1
set_vec_alu	1
set_scal_acc	1
set_vec_imm_buff_scal	1
en_red_alu	1
en_scal_acc	1
set_red_alu	1
set_vec_out_buff	1
set_inst_lo	1
en_vec_imm_buff	1
set_vec_imm_buff_vec	1
set_scal_imm_buff	1
set_inst_hi	1
en_input_blk	1
state	15
en_vec_alu	1
en_vec_reg_bank_b	1
en_scal_imm_buff	1
==> layer usage <==
layer	up-vias	track usage (%)
met4	0	5.01
met2	108	36.7
met1	959	39.6
li1	969	-
met3	8	5.13
met5	-	0
==> per-stage QoR <==
step | cells | power (mW)
after floorplan | 221 | 0.826
after global placement | 344 | 1.11
after detailed placement | 344 | 1.11
after CTS | 352 | 1.39
after global routing | 352 | 1.48
final | 352 | 1.38
==> synth_stat cells, types with 3 or more instances <==
cell type  count  share of area, %
nand2b_1       3              0.92
nor2_1        17               3.1
inv_1          5              0.92
nor3_1        15               3.7
a41oi_1        3               1.3
o21a_1         3               1.1
clkbuf_1       6               1.1
o211ai_1       3               1.1
a21oi_1        8               2.0
o21ai_0        8               2.0
or3_1          3              0.92
and2_1         6               1.8
buf_4         11               4.1
a31oi_1        4               1.2
mux2_2         4               2.2
dfrtp_1       33                41
nand3_1        7               1.7
o22ai_1        3              0.92
or2_2          4               1.2
nand2_1        9               1.7
nor2b_1        3              0.92
nor4_1        16               4.9
nand4_1        8               2.5
==> worst max-delay path by stage <==
stage	depth (start not counted)	endpoint	slack, ps	from
6_report	4	alu_scal_sel	680	inst[15]
5_1_grt	4	alu_scal_sel	570	inst[15]
4_1_cts	4	alu_scal_sel	700	inst[15]
==> cells by family (layout without fill, tap and decap cells) <==
logic type      after synthesis  in the layout  synth area share (%)
compound gates               49             49                  16.9
xor+xnor                      1              1                 0.431
buf+inv                      25             89                  7.14
simple gates                108            108                  31.3
mux                           4              4                  2.22
flops                        34             34                  41.9
==> power groups by stage <==
stage / registers (mW) / logic [mW] / clock network [mW]
4_1_cts: 0.527 / 0.580 / 0.279
5_1_grt: 0.542 / 0.646 / 0.294
6_report: 0.527 / 0.582 / 0.271
==> final cells by class <==
type                            count  area, um^2
Clock buffer                        7        86.3
Tap cell                           67        83.8
Inverter                            5        18.8
Fill cell                         472        1980
Timing Repair Buffer               76         758
Sequential cell                    34         852
Multi-Input combinational cell    162        1030
Clock inverter                      1        5.00
Power figures rest on the tool's default switching activity, not on a simulated workload.
